`design/flow/design.v`:
```
module SeqMultiplierTA (
    input  wire           clk,
    input  wire           enable,
    input  wire [7:0]     A,
    input  wire [7:0]     B,
    output wire [15:0]    C
);
    localparam [1:0] M_IDEL = 0,
                     M_MUL  = 1,
                     M_OUT  = 2;
    reg [1:0] c_state, n_state;
    reg [3:0] idx;
    reg [7:0] A_reg, B_reg;
    reg [15:0] C_reg;
    wire mul_fin;
    always @(posedge clk) begin
        if (~enable) c_state <= M_IDEL;
        else c_state <= n_state;
    end
    always @(*) begin
        case (c_state) 
            M_IDEL:
                if (enable) n_state = M_MUL;
                else n_state = M_IDEL;
            M_MUL:
                if (mul_fin) n_state = M_OUT;
                else n_state = M_MUL;
            M_OUT:
                n_state = M_IDEL;
            default: n_state = M_IDEL;
        endcase
    end
    always @(posedge clk) begin
        if (c_state == M_IDEL) idx <= 7;
        else if (c_state == M_MUL) idx <= idx - 1;
    end
    assign mul_fin = (idx == 0);
    wire C_accumulate;
    wire [15:0] C_sl_one;
    assign C_accumulate = (B_reg & 8'h80) == 8'h80;
    assign C_sl_one = C_reg << 1;
    always @(posedge clk) begin
        if (c_state == M_IDEL && enable) A_reg <= A;
    end
    always @(posedge clk) begin
        if (c_state == M_IDEL && enable) B_reg <= B;
        else if (c_state == M_MUL) B_reg <= B_reg << 1; 
    end
    always @(posedge clk) begin
        if (c_state == M_IDEL && enable) C_reg <= 0;
        else if (c_state == M_MUL) C_reg <= C_accumulate ? C_sl_one + A_reg : C_sl_one;
    end
    assign C = C_reg;
endmodule
```
`design/flow/run.sh`:
```
#!/bin/bash
# OpenROAD 26Q1-2900-gdf79404cd8, Yosys 0.63+post, stock flow scripts
make -C /OpenROAD-flow-scripts/flow DESIGN_CONFIG=/design/flow/config.mk WORK_HOME=/design/flow/orfs finish
```
`design/flow/config.mk`:
```
export PLATFORM = sky130hd
export DESIGN_NAME = SeqMultiplierTA
export DESIGN_NICKNAME = SeqMultiplierTA
export VERILOG_FILES = /design/flow/design.v
export SDC_FILE = /design/flow/constraint.sdc
export NUM_CORES = 4
export LEC_CHECK = 1
export CORE_UTILIZATION = 40
```
`design/flow/constraint.sdc`:
```
current_design SeqMultiplierTA

set clk_period 3.6
set clk_io_pct 0.2

create_clock -name clk0 -period $clk_period [get_ports {clk}]

set non_clock_inputs [all_inputs -no_clocks]
set_input_delay [expr $clk_period * $clk_io_pct] -clock clk0 $non_clock_inputs
set_output_delay [expr $clk_period * $clk_io_pct] -clock clk0 [all_outputs]
```
==> node_exporter_impl.prom <==
# HELP chip_impl_metric Synthesis and place-and-route metrics
# TYPE chip_impl_metric gauge
chip_impl_info{name="outcome",value="completed"} 1
chip_impl_metric{name="core_util_final",unit="%"} 52.53
chip_impl_info{name="hold_path.startpoint",value="c_state[1]$_DFF_P_"} 1
chip_impl_metric{name="cp.required",unit="ps"} 3780
chip_impl_info{name="synth-main-ff-cell",value="sky130_fd_sc_hd__dfxtp_1"} 1
chip_impl_info{name="worstSetupEndpointType",value="flip-flop"} 1
chip_impl_metric{name="synth_cell_type_count",unit=""} 42
chip_impl_metric{name="clockBufferDepth",unit=""} 2
chip_impl_info{name="r2r-start",value="C_reg[0]$_SDFFE_PP0P_"} 1
chip_impl_info{name="start_kind",value="flip-flop"} 1
chip_impl_metric{name="antennaDiodeCount",unit=""} 0
chip_impl_metric{name="ant_nets",unit=""} 0
chip_impl_metric{name="grt_overflow_total",unit=""} 0
chip_impl_metric{name="drt_wl_total",unit="um"} 3751
chip_impl_info{name="cts.root.buffer_cell",value="sky130_fd_sc_hd__clkbuf_8"} 1
chip_impl_metric{name="maximum_achievable_frequency",unit="MHz"} 463.4
chip_impl_metric{name="timing.critical_path.arrival",unit="ps"} 2340
chip_impl_metric{name="numPlacedInstances",unit=""} 296
chip_impl_metric{name="post_synthesis_async_set_or_reset_flop_share",unit="%"} 0
chip_impl_metric{name="avgSynthCellArea",unit="um^2"} 9.743
chip_impl_metric{name="largest_register_ffs",unit=""} 16
chip_impl_metric{name="final_cell_count_no_fill",unit=""} 304
chip_impl_metric{name="log.warning_count",unit=""} 25
chip_impl_metric{name="yosysCellCount",unit=""} 202
chip_impl_metric{name="area_figure_in_the_yosys_stat_output",unit="mm^2"} 0.001968
chip_impl_metric{name="number_of_global_route_vias_before_repair",unit=""} 1341
chip_impl_metric{name="report.power.total",unit="W"} 0.001242
chip_impl_metric{name="ys.flops",unit=""} 39
chip_impl_info{name="grt_setup_unrepaired",value="no"} 1
chip_impl_metric{name="io_pins",unit=""} 34
chip_impl_metric{name="design.die.area",unit="mm^2"} 0.005205
chip_impl_metric{name="die_w",unit="um"} 72.15
chip_impl_metric{name="design.core.area",unit="mm^2"} 0.004723
chip_impl_metric{name="edf_count",unit=""} 16
chip_impl_metric{name="cts_post_setup_buffers_inserted",unit=""} 0
chip_impl_metric{name="final_instance_area",unit="mm^2"} 0.002481
chip_impl_metric{name="global_placement_routability_congestion",unit=""} 0.7817
chip_impl_metric{name="worst_pin_slew",unit="ps"} 701.7
chip_impl_metric{name="floorplan.core_util",unit="%"} 41.67
chip_impl_metric{name="setup_viol_count_final",unit=""} 0
chip_impl_metric{name="area.growth.synth_to_final",unit="%"} 26.06
chip_impl_metric{name="detailroute.via_count",unit=""} 1466
chip_impl_metric{name="drt_pre_antenna_iters",unit=""} 4
chip_impl_metric{name="grt_antenna_before_repair",unit=""} 0
chip_impl_metric{name="cts_buffers",unit=""} 5
chip_impl_info{name="timing.rr.end",value="C_reg[15]$_SDFFE_PP0P_"} 1
chip_impl_metric{name="post_synth_inst_count",unit=""} 202
chip_impl_metric{name="clk_pin_slew",unit="ps"} 80
chip_impl_metric{name="fin_setup_tns",unit="ps"} 0
chip_impl_metric{name="holdBufCountCts",unit=""} 0
chip_impl_metric{name="dr.first_iter.drc_count",unit=""} 46
chip_impl_metric{name="slew_viol_final",unit=""} 0
chip_impl_metric{name="floorplan.die.height",unit="um"} 72.15
chip_impl_metric{name="post_route_cells_drive_above_1_share",unit="%"} 7.595
chip_impl_info{name="criticalPathCategory",value="flip-flop to flip-flop"} 1
chip_impl_info{name="min_delay_worst_endpoint",value="c_state[0]$_DFF_P_"} 1
chip_impl_metric{name="drc",unit=""} 0
chip_impl_metric{name="worst_hold_path.num_cells",unit=""} 1
chip_impl_metric{name="post_cts.resized_instances",unit=""} 0
chip_impl_metric{name="worstPathMaxFanout",unit=""} 5
chip_impl_metric{name="cellPowerDensity",unit="mW/mm^2"} 500.4
chip_impl_metric{name="wl_per_cell",unit="um"} 12.34
chip_impl_metric{name="synth_warnings",unit=""} 1
chip_impl_info{name="tritoncts_clock_tree",value="done"} 1
chip_impl_metric{name="grt_first_pass_wirelength",unit="um"} 6403
chip_impl_metric{name="finalCriticalPeriod",unit="ps"} 2158
chip_impl_metric{name="timing.final.crit_share",unit="%"} 59.94
chip_impl_metric{name="timing.max_slew.rel_slack",unit="%"} 53.22
chip_impl_metric{name="power.leakage",unit="nW"} 0.9925
chip_impl_metric{name="sequential_to_total_area_share_from_yosys_stat",unit="%"} 47.81
chip_impl_metric{name="ir_worst_vdd",unit="mV"} 0.2503
chip_impl_metric{name="cts.sinks",unit=""} 39
chip_impl_metric{name="cts.htree.levels",unit=""} 2
chip_impl_metric{name="source_to_sink_clock_delay_at_the_later_pin_of_the_worst_skew_pair",unit="ps"} 290
chip_impl_metric{name="hold_viol",unit=""} 0
chip_impl_metric{name="portBuffers",unit=""} 33
chip_impl_metric{name="rows",unit=""} 25
chip_impl_info{name="worst_hold_path_type",value="flip-flop to flip-flop"} 1
chip_impl_metric{name="placed_cell_area",unit="mm^2"} 0.002364
chip_impl_metric{name="vias_per_cell",unit=""} 4.822
chip_impl_metric{name="regToRegSetupSlack",unit="ps"} 1440
chip_impl_metric{name="timing.clock.skew",unit="ps"} 7.914
chip_impl_metric{name="grt_max_degree",unit=""} 42
chip_impl_metric{name="max_cap_violations",unit=""} 0
chip_impl_metric{name="timing.reg2reg.worst_path_depth",unit=""} 8
chip_impl_metric{name="hpwl",unit="um"} 2618
chip_impl_metric{name="grt.total_usage",unit="%"} 16.06
chip_impl_metric{name="post_synth_instance_area",unit="mm^2"} 0.001968
[cells in the mapped netlist, drive strengths merged (4+ instances only)]
| library cell | count | area (um^2) |
|---|---|---|
| buf | 4 | 22.52 |
| dfxtp | 23 | 460.4 |
| o21ai | 11 | 55.05 |
| ha | 8 | 100.1 |
| nand3 | 5 | 30.03 |
| xnor2 | 9 | 78.83 |
| inv | 8 | 30.03 |
| nand2 | 32 | 120.1 |
| clkbuf | 5 | 18.77 |
| nand2b | 5 | 31.28 |
| nor2 | 8 | 30.03 |
| mux2i | 7 | 70.07 |
| edfxtp | 16 | 480.5 |
| nor2b | 4 | 25.02 |
| a211oi | 4 | 35.03 |
| a21oi | 18 | 90.09 |
| and3 | 4 | 25.02 |
[final cells by class]
type | instances | area, um^2
fillers | 449 | 2242
clock buffers | 6 | 82.58
flip-flops and latches | 39 | 940.9
clock inverters | 2 | 35.03
well taps | 67 | 83.83
inverters | 8 | 30.03
repair buffers | 36 | 352.8
multi-input cells | 146 | 955.9
[per-stage QoR]
step / hold WS [ps] / setup WS (ps)
global route: 422.7 / 1286
floorplan: 386.3 / 1718
finish: 409.7 / 1442
CTS: 413.3 / 1444
detailed placement: 394.7 / 1151
global placement: 399.7 / 1184
[worst max-delay path by stage]
stage | startpoint | endpoint | slack, ps
after CTS | C_reg[0]$_SDFFE_PP0P_ | C_reg[15]$_SDFFE_PP0P_ | 1440
final | C_reg[0]$_SDFFE_PP0P_ | C_reg[15]$_SDFFE_PP0P_ | 1440
after global routing | C_reg[0]$_SDFFE_PP0P_ | C_reg[15]$_SDFFE_PP0P_ | 1290
[report_power, final]
part	internal (W)	switching, W
clock	0.000224	0.000152
sequential	0.000513	0.0000581
combinational	0.000167	0.000127
total	0.000904	0.000337
[placed cells by master, fill, tap and decap left out, types with 4 or more instances in the layout]
cell,Yosys,final
sky130_fd_sc_hd__clkdlybuf4s50_1,0,33
sky130_fd_sc_hd__nand2_1,32,32
sky130_fd_sc_hd__dfxtp_1,23,23
sky130_fd_sc_hd__a21oi_1,18,18
sky130_fd_sc_hd__edfxtp_1,16,16
sky130_fd_sc_hd__o21ai_0,11,11
sky130_fd_sc_hd__xnor2_1,9,9
sky130_fd_sc_hd__inv_1,8,8
sky130_fd_sc_hd__nor2_1,8,8
sky130_fd_sc_hd__ha_1,8,8
sky130_fd_sc_hd__mux2i_1,7,7
sky130_fd_sc_hd__clkbuf_8,0,6
sky130_fd_sc_hd__nand2b_1,5,5
sky130_fd_sc_hd__nor2b_1,4,4
sky130_fd_sc_hd__and3_1,4,4
sky130_fd_sc_hd__nand3_1,4,4
[cell families (layout without fill, tap and decap cells)]
kind of cell | Yosys count | in the layout | synth area share [%]
simple gates | 69 | 69 | 17.29
compound gates | 49 | 49 | 16.28
flops | 39 | 39 | 47.81
buf+inv | 17 | 52 | 3.624
xor+xnor | 12 | 12 | 5.341
fa+ha+maj | 9 | 9 | 6.103
mux | 7 | 7 | 3.560
[metal layers]
metal  up-vias  GRT usage [%]  share of wire [%]
met2        26          22.22                 41
met5         -              0                  0
met3         4          3.521                4.1
met1       655          27.79                 54
li1        781              -                  -
met4         0          1.743               0.99
[critical path, stage by stage (launching register included)]
cell	delay (ps)
sky130_fd_sc_hd__dfxtp_1	400
sky130_fd_sc_hd__ha_1	210
sky130_fd_sc_hd__inv_1	60
sky130_fd_sc_hd__fa_1	410
sky130_fd_sc_hd__and2b_1	280
sky130_fd_sc_hd__o2111ai_4	180
sky130_fd_sc_hd__a211oi_2	270
sky130_fd_sc_hd__xnor2_1	150
sky130_fd_sc_hd__a21oi_1	90
