[design.v]
`timescale 1ns / 1ps
module sieve_algorithm(input clk,
                       input rst,
                       output [1719:0] primes,
                       output answer_available);
    parameter UPPER_BOUND      = 1023 ;
    parameter HALF_UPPER_BOUND = 511;
    parameter WORD_WIDTH       = 10;
    localparam S_INIT           = 0;
    localparam S_PRE_SEIVE      = 1;
    localparam S_PRE_SEIVE_WAIT = 5;
    localparam S_SEIVE          = 2;
    localparam S_COLLECT        = 3;
    localparam S_DONE           = 4;
    reg[2:0] current_state, next_state;
    reg [10:0] in_counter;
    reg [10:0] out_counter;
    reg [1023:0] candidates;
    reg [1719:0] reg_prime_out;
    reg[10:0] i,j;
    always @(posedge clk) begin
        if (rst)current_state <= S_INIT;
        else current_state    <= next_state;
    end
    always @(*) begin
        case(current_state)
            S_INIT:next_state = S_PRE_SEIVE;
            S_PRE_SEIVE:begin
                if (sieve_done) next_state                            = S_COLLECT;
                else if (candidates[i]&&(i+i)<UPPER_BOUND) next_state = S_SEIVE;
                else next_state                                       = S_PRE_SEIVE;
            end
            S_SEIVE: next_state = (j+i>UPPER_BOUND)?S_PRE_SEIVE:S_SEIVE;
            S_COLLECT:next_state = (collect_done)?S_DONE:S_COLLECT;
            S_DONE:next_state    = S_DONE;
            default:next_state   = S_INIT;
        endcase
    end
    assign sieve_done   = (i == 512);
    assign collect_done = (in_counter >= 1023);
    always @(posedge clk) begin
        if (current_state == S_INIT) i <= 1;
        else if (current_state == S_PRE_SEIVE) i <= i+1;
    end
    always @(posedge clk) begin
        if (current_state == S_INIT) j <= 0;
        else if (current_state == S_PRE_SEIVE) j <= i+i;
        else if (current_state == S_SEIVE) j <= j+i-1;
        else j <= 0;
    end
    always@(posedge clk)begin
        if (current_state == S_INIT) candidates <= {{1022{1'b1}},2'b00};
        else if (current_state == S_SEIVE)begin
        if (j<UPPER_BOUND)candidates[j] = 0;
    end
    end
    assign found_prime = (candidates[in_counter]);
    always @(posedge clk) begin
        if (current_state == S_INIT)in_counter <= 0;
        else if (current_state == S_COLLECT) in_counter <= in_counter+1;
    end
    always @(posedge clk) begin
        if (current_state == S_INIT)out_counter <= 0;
        else if (current_state == S_COLLECT && found_prime)out_counter <= out_counter+WORD_WIDTH;
    end
    always @(posedge clk) begin
        if (current_state == S_INIT)reg_prime_out <= {1720{1'd0}};
        else if (current_state == S_COLLECT && found_prime) reg_prime_out[out_counter +:10]<= in_counter;
    end
    assign primes = reg_prime_out;
    assign answer_available = (current_state == S_DONE);
endmodule
[run.sh]
#!/bin/bash
# OpenROAD 26Q1-2900-gdf79404cd8, Yosys 0.63+post, stock flow scripts
make -C /OpenROAD-flow-scripts/flow DESIGN_CONFIG=/design/flow/config.mk WORK_HOME=/design/flow/orfs finish
[config.mk]
export PLATFORM = sky130hd
export DESIGN_NAME = sieve_algorithm
export DESIGN_NICKNAME = sieve_algorithm
export VERILOG_FILES = /design/flow/design.v
export SDC_FILE = /design/flow/constraint.sdc
export NUM_CORES = 4
export LEC_CHECK = 1
export CORE_AREA = 10 10 949 949
export DIE_AREA = 0 0 959 959
[constraint.sdc]
current_design sieve_algorithm

set clk_period 93.7
set clk_io_pct 0.2

create_clock -name clk0 -period $clk_period [get_ports {clk}]

set non_clock_inputs [all_inputs -no_clocks]
set_input_delay [expr $clk_period * $clk_io_pct] -clock clk0 $non_clock_inputs
set_output_delay [expr $clk_period * $clk_io_pct] -clock clk0 [all_outputs]
==> results.txt <==
Quick summary of the implementation run below.

For this run, the chip area from Yosys synthesis comes to between 100000 and 150000 um2. The CTS buffer count is roughly 340. The post-CTS hold buffer count recorded in the log is 0. The gate-level netlist out of Yosys references ~91 unique cell types. The tally of OpenROAD warnings is approximately 48.

The count of final setup violators is 0. The critical path class is flip-flop to output port. Summed over all layers, the routed wires come to slightly above 1000000 um. TritonCTS built the clock tree. Sorting the synthesized cells by how often they occur yields sky130_fd_sc_hd__nand2_1 (3291), sky130_fd_sc_hd__dfxtp_1 (2792), sky130_fd_sc_hd__o32ai_1 (1128). The flow reports an fmax of between 0.04 and 0.05 GHz. The final-layout fill cell count came out at around 96k.

The placed cell count is 26.5k. Counting pins that exceed their max-slew limit in the final report gives 0. STA classifies the critical path startpoint as a flip-flop.

The timing report gives the worst reg2reg path a setup slack of about 83 ns. The worst pin sits at a relative slew slack of under 10%. The family with the most delay on the worst path is flip-flops. The die is 959 um tall. The post-layout minimum cycle time is 21.72 ns. The setup TNS came out at 0 ns. The max-cap violation count is 0. The main area contributors are sky130_fd_sc_hd__dfxtp_1 (47%), sky130_fd_sc_hd__nand2_1 (10%), sky130_fd_sc_hd__o32ai_1 (8.3%). The run finished with clean final reports. The via count of the first global-routing pass is 117k. The reported net switching power came out at approximately 660 uW. The number of instances resized during post-cts repair is 0.

The number of standard-cell rows in the floorplan is between 300 and 400. The DRC violation count after routing came out at 0. The combinational fraction of design power is roughly 2.6%. The count of endpoints failing hold in the final timing report came out at 0. Synthesis handed over a netlist of 13.3k instances.

The share of total power dissipated in sequential elements is ~45%. During I/O placement, the number of pins put on the boundary was 1723. Leaving out buffers and inverters, the combinational logic in the layout accounts for around 56000 um2. The post-synthesis async set-or-reset flop share came out at 0%. The number of DRC markers in iteration 0 is between 10k and 15k. The worst hold path belongs to the class flip-flop to flip-flop. The fraction of the cycle the final worst path needs came out at a little under a quarter. The tally of yosys warning messages came out at 4. The per-cell via count in the routed design is roughly 4.5.

STA classifies the critical path endpoint as an output port. The final standard cell utilization of the core is 18.9%. The number of antenna violations at the first check in global routing is about 180. The number of buffer and inverter stages on the critical path came out at 1.

From synthesis to final layout, the design area changed by 39.9%. The residual antenna-violating net count after detailed routing came out at 0. The core footprint came out at ~880000 um2.

The power density over the cells came out at 15.9 nW/um2. The number of optimization iterations in the first detailed-route pass is 9. Sorting the Yosys area breakdown by cell type puts at the top sky130_fd_sc_hd__dfxtp_1.

The first-pass GRT wire length is about 1300000 um. Per the layout area report, the register area comes to between 50000 and 60000 um2. The data required time reported for the critical path is ~75 ns. The power report attributes to the clock group a share of between 50% and 60%. The leakage power is between 0.05 and 0.06 uW. The worst clock skew is between 0.15 and 0.2 ns. The timing report gives the biggest stage delay along the critical path as slightly above 1 ns. The pin count of the biggest net entering global routing came out at ~190. The fraction of power spent switching nets came out at about 25%. The internal power came out at between 1500 and 2000 uW.

The floorplan step records an initial core utilization of 13.5%. The per-instance average area after synthesis came out at a little under 9 um2. The actual slew at the worst max-slew pin is roughly 1.3 ns. For this run, the total global-route usage over all layers was measured as between 20% and 30%.

Across the VDD grid, the largest voltage drop is ~0.018 mV. The synthesis report names the predominant flop master as sky130_fd_sc_hd__dfxtp_1. The area of the die is ~920000 um2.

The number of buffers inserted to repair setup after CTS came out at 0. In this run the horizontal extent of the chip is ~960 um. Of the cells placed in the final design, the portion with a size suffix greater than 1 is 14.9%.

The worst slack after detailed placement is between 70 and 80 ns. Once synthesis finished, the tally of register bits stood at 2792. The signal on the critical path passes through clkdlybuf4s50_1.

The cell area after synthesis came out at about 120000 um2. The most common cell in the synthesized netlist is sky130_fd_sc_hd__nand2_1. The data arrival at the endpoint of the critical path is roughly 3.0 ns.

The routed wirelength normalized by instance count is roughly 38 um. The deepest level of the CTS H-tree came out at 5. After global routing the overflow that remains totals 0. The clock slew seen by the registers of the worst setup and hold paths is 0.07 ns.

The finished layout holds about 27k standard cells, fillers aside. Setup repair after global routing left no endpoint under its margin. The number of sinks on the clock net is around 2.8k. The source-to-sink clock delay at the later pin of the worst-skew pair came out at approximately 1.1 ns. The top-area cell type share of the netlist area came out at 47.1%.

The total of buffers placed on input and output ports is roughly 1.7k. The tree is rooted in a sky130_fd_sc_hd__clkbuf_16. The count of instantiated cells in the yosys netlist came out at between 10k and 15k.

The count of library flops with an enable pin came out at 0. The sequential share of the synthesized area came out at between 40% and 50%. STA lists the maximum fanout along the critical path as 2.

The estimated wirelength of the detail-placed design came out at roughly 800000 um. The critical path's slowest stage uses the library cell sky130_fd_sc_hd__dfxtp_1. The via count came out at ~120k. The final setup slack of the worst path is approximately 72 ns.

In this run the deepest clock path goes through 4 buffers. The routability-driven placement congestion ratio is between 1 and 1.5.
state kept, by name (all words and copies together) (netlist names):
| signal | flops |
|---|---|
| out_counter | 10 |
| j | 11 |
| reg_prime_out | 1720 |
| candidates | 1024 |
| in_counter | 11 |
| i | 11 |
| current_state | 5 |
final cells by class:
class	instances	area share [%]
inverter	730	1.65
multi-input combinational	8540	33.9
sequential	2792	33.7
timing repair buffer	2686	14.8
antenna	142	0.214
tap	11800	8.86
clock buffer	473	5.80
clock inverter	137	1.09
worst paths after layout:
path | from | end | cells after the start
worst max-delay path | reg_prime_out[9] | primes[9] | 1
worst min-delay path | candidates[549] | candidates[549] | 2
worst max register to register | in_counter[1] | reg_prime_out[1367] | 18
worst min register to register | candidates[549] | candidates[549] | 2
power by group through the flow:
stage	Sequential (uW)	Combinational, uW	Clock [uW]
4_1_cts	1190	68.1	1410
6_report	1190	69.2	1380
5_1_grt	1190	72.0	1450
through the flow:
step / area [um2] / total power (uW) / hold slack (ns)
2_1_floorplan: 119000 / 1250 / 0.403
3_3_place_gp: 154000 / 1280 / 0.430
3_5_place_dp: 154000 / 1280 / 0.430
4_1_cts: 166000 / 2660 / 0.439
5_1_grt: 166000 / 2710 / 0.453
6_report: 166000 / 2640 / 0.436
metal layers:
metal	share of wire, %	global-route usage [%]
met1	37	25.8
met4	8.4	14.8
met3	10	8.88
met2	44	33.4
met5	0.089	0.447
cells in the final DEF, fill, tap and decap left out, types with 108 or more instances in the layout:
cell type / count
sky130_fd_sc_hd__a21oi_1: 320
sky130_fd_sc_hd__a22o_1: 152
sky130_fd_sc_hd__a2bb2o_1: 108
sky130_fd_sc_hd__buf_4: 960
sky130_fd_sc_hd__clkbuf_16: 339
sky130_fd_sc_hd__clkdlybuf4s50_1: 1713
sky130_fd_sc_hd__dfxtp_1: 2782
sky130_fd_sc_hd__diode_2: 142
sky130_fd_sc_hd__inv_1: 729
sky130_fd_sc_hd__mux2i_1: 184
sky130_fd_sc_hd__mux4_2: 315
sky130_fd_sc_hd__nand2_1: 3244
sky130_fd_sc_hd__nand3_1: 295
sky130_fd_sc_hd__nor2_1: 239
sky130_fd_sc_hd__nor3_1: 524
sky130_fd_sc_hd__o21ai_0: 573
sky130_fd_sc_hd__o31ai_1: 296
sky130_fd_sc_hd__o32ai_1: 1102
logic make-up (layout without fill, tap and decap cells):
kind of cell,after synthesis,count (layout),share of synthesized area [%]
adder cells (fa/ha/maj),20,20,0.217
multiplexers,569,569,8.92
buffers and inverters,1974,4026,7.42
AND-OR/OR-AND,3062,3062,19.1
flip-flops,2792,2792,47.1
AND/OR/NAND/NOR,4836,4836,16.9
XOR/XNOR,53,53,0.391
other,0,142,0
Power is estimated from default activity; no workload was simulated.
