`flow/design.v`:
```
`timescale 1ns / 1ps
module lab3(input clk,
            input reset_n,
            input [3:0] usr_btn,
            output [3:0] usr_led);
    reg signed [3:0] number, reg_usr_led;
    reg[31:0] bouncing_counter, freq_counter, freq_threshold;
    reg[6:0] CURRENT_STATE, NEXT_STATE;
    localparam S_IDLE         = 7'd1 ;
    localparam S_RST          = 7'd2 ;
    localparam S_RESET_BOUNCE = 7'd4 ;
    localparam S_NUM_UP       = 7'd8 ;
    localparam S_NUM_DOWN     = 7'd16 ;
    localparam S_FREQ_UP      = 7'd32 ;
    localparam S_FREQ_DOWN    = 7'd64 ;
    localparam BOUNCING_WINDOW = 15_000_000 ; 
    localparam PWM_100         = 1_000_000; 
    localparam PWM_50          = 500_000;
    localparam PWM_25          = 250_000;
    localparam PWM_5           = 50_000;
    always @(posedge clk, negedge reset_n) begin
        if (!reset_n)CURRENT_STATE <= S_RST;
        else CURRENT_STATE         <= NEXT_STATE;
    end
    wire bouncing_counter_ends;
    assign bouncing_counter_ends = (bouncing_counter == 0);
    always @(*) begin
        case(CURRENT_STATE)
            S_IDLE:begin
                if (!reset_n)NEXT_STATE                                 = S_RST;
                else if (usr_btn[0] && bouncing_counter_ends)NEXT_STATE = S_NUM_DOWN;
                else if (usr_btn[1] && bouncing_counter_ends)NEXT_STATE = S_NUM_UP;
                else if (usr_btn[2] && bouncing_counter_ends)NEXT_STATE = S_FREQ_DOWN;
                else if (usr_btn[3] && bouncing_counter_ends)NEXT_STATE = S_FREQ_UP;
                else NEXT_STATE                                         = S_IDLE ;
            end
            S_RST:NEXT_STATE           = S_IDLE;
            S_RESET_BOUNCE: NEXT_STATE = S_IDLE;
            S_NUM_UP: NEXT_STATE       = S_RESET_BOUNCE;
            S_NUM_DOWN: NEXT_STATE     = S_RESET_BOUNCE;
            S_FREQ_UP: NEXT_STATE      = S_RESET_BOUNCE;
            S_FREQ_DOWN: NEXT_STATE    = S_RESET_BOUNCE;
            default: NEXT_STATE        = S_IDLE;
        endcase
    end
    always @(posedge clk) begin
        if (CURRENT_STATE == S_RST)number      <= 0;
        else if (CURRENT_STATE == S_NUM_UP && number <7) number <= number+1;
        else if (CURRENT_STATE == S_NUM_DOWN && number >-8) number <= number -1;
    end
    always @(posedge clk) begin
        if (CURRENT_STATE == S_RST || CURRENT_STATE == S_RESET_BOUNCE) bouncing_counter <= BOUNCING_WINDOW;
        else if (bouncing_counter >0) bouncing_counter <= bouncing_counter-1;
    end
    always @(posedge clk) begin
        if (CURRENT_STATE == S_RST || freq_counter == 0) freq_counter <= 1_000_000;
        else if (freq_counter>0) freq_counter <= freq_counter-1;
    end
    always @(posedge clk) begin
        if (CURRENT_STATE == S_RST) freq_threshold <= PWM_50;
        else if (CURRENT_STATE == S_FREQ_UP && freq_threshold == PWM_5) freq_threshold <= PWM_25;
        else if (CURRENT_STATE == S_FREQ_UP && freq_threshold <PWM_100) freq_threshold <= freq_threshold+PWM_25;
        else if (CURRENT_STATE == S_FREQ_DOWN && freq_threshold == PWM_25) freq_threshold <= PWM_5;
        else if (CURRENT_STATE == S_FREQ_DOWN && freq_threshold > PWM_25) freq_threshold <= freq_threshold-PWM_25;
    end
    always @(posedge clk) begin
        if(freq_counter>freq_threshold)reg_usr_led<=0;
        else reg_usr_led<=number;
    end
    assign usr_led = reg_usr_led;
endmodule
```
`flow/run.sh`:
```
#!/bin/bash
# OpenROAD 26Q1-2900-gdf79404cd8, Yosys 0.63+post, stock flow scripts
make -C /OpenROAD-flow-scripts/flow DESIGN_CONFIG=/design/flow/config.mk WORK_HOME=/design/flow/orfs finish
```
`flow/config.mk`:
```
export PLATFORM = sky130hd
export DESIGN_NAME = lab3
export DESIGN_NICKNAME = lab3
export VERILOG_FILES = /design/flow/design.v
export SDC_FILE = /design/flow/constraint.sdc
export NUM_CORES = 4
export LEC_CHECK = 1
export CORE_UTILIZATION = 30
```
`flow/constraint.sdc`:
```
current_design lab3

set clk_period 9.5
set clk_io_pct 0.2

create_clock -name clk0 -period $clk_period [get_ports {clk}]

set non_clock_inputs [all_inputs -no_clocks]
set_input_delay [expr $clk_period * $clk_io_pct] -clock clk0 $non_clock_inputs
set_output_delay [expr $clk_period * $clk_io_pct] -clock clk0 [all_outputs]
```
==> CHANGELOG.md <==
### Metrics

- Outcome: finished clean
- TritonCTS buffer count: 9
- Critical Path RT: 9.78 ns
- HP Class: flip-flop to flip-flop
- Slew headroom: 0.4289
- Area after DPL: 6820 sq um
- Clock-pin transition on the worst setup and hold timing paths: 0.08 ns
- Netlist cell types: 66
- Synth Area in Compound Gates: 0.1459
- Initial antenna violation count: 0
- DIE AREA: 22090 sq um
- Synth Area in Simple Gates: 0.2958
- CTS Hold Bufs: 0
- Synthesized area: 6450 sq um
- Syn. warnings: 1
- Final Critical Period: 3.168 ns
- # IOs: 10
- Peak supply drop: 107.9 uV
- Crit path capture type: flip-flop
- Main synth FF type: dfxtp_1
- Max-Cap Viols: 0
- Final Max Slew Viols: 0
- Final setup TNS: 0 ns
- Worst slack at placement: 6.273 ns
- Overall global routing resource usage: 0.1494
- Mean Syn Cell Area: 8.144 sq um
- Async SR Flop Fraction: 0.06306
- Largest net degree at the start of global routing: 27
- Worst setup SP type: flip-flop
- R2R setup slack: 6.33 ns
- Main logic family after synthesis: simple AND/OR/NAND/NOR gates
- Gpl congestion: 0.9471
- Number of gates resized after cts: 0
- Post-CTS setup buffers: 0
- Site Rows: 53
- Fin area: 7129 sq um
- Area Growth Syn to Fin: 10.53%
- EDFF count, synth: 0
- Remaining DRCs: 0
- Layout Skew: 0.009491 ns
- Maximum fanout along the worst path: 26
- Initial DRT Pass Iterations: 5
- Average routed wire per standard cell: 14.41 microns
- WL final: 15460 microns
- Worst r2r src: freq_threshold[4]$_SDFFE_PP0P_
- Tcrit/Tclk final: 0.3334
- Die Span Y: 148.6 microns
- Leakage: 2.681 nW
- Via count: 5579
- Post-route ant nets: 0
- Die Wd: 148.6 microns
- Vias in the first global route: 5148
- Worst r2r path cells: 9
- Fmax: 315.7 MHz
- Post-synth seq share: 0.3501
- # diodes: 0
- CTS tree: built
- Mux share: 0.003104
- Setup CP Type: flip-flop to flip-flop
- DRT iter0 DRCs: 379
- Yosys stat cell total: 792
- GRT overflow: 0
- Global-route wire length before repair: 26100 microns
- Setup violators final: 0
- WP data arrival: 3.45 ns
- Core area: 21020 sq um
- Layout cells sized above 1: 0.05388
- XOR-XNOR Cells, Area Fraction: 0.08283
- Final hold vios: 0
- CTS max path bufs: 2
- CTS root buf: clkbuf_16
- Worst-Skew Late Latency: 0.36 ns
- Port Buf Inserts: 9
- H-tree depth: 3
- Total power divided by cell area: 160.2 nW/um^2
- Log Warnings: 29
- RSZ-0062 raised after global routing: no
- Yosys stat area: 6450 sq um
- Adder Share, Synth: 0.08264
- Hold Path Stages: 2
- Floorplan utilization: 0.3068
- Mapped Cells: 792
- Setup WS post-layout: 6.332 ns
- Avg Vias per Cell: 5.199
- Least-Margin Pin Slew: 0.8496 ns
- Registers, synthesis: 111
- Clock sink count: 111
- Hpwl dp: 11310 microns
- R2r endpoint: freq_threshold[28]$_SDFFE_PP0P_
-- critical path, stage by stage, from the launching register on --
cell	delay (ns)
dfxtp_1	0.47
inv_1	0.14
ha_1	0.24
nor2b_1	0.14
o21ai_0	0.48
a21oi_1	0.29
o221a_2	0.53
nand2b_1	0.29
or3_1	0.39
a21oi_1	0.12
-- stage by stage --
stage / power (mW) / std cells / utilization / hold slack [ns]
floorplan: 0.7112 / 792 / - / 0.4340
global placement: 0.7614 / 1057 / 0.3244 / 0.4523
detailed placement: 0.7631 / 1057 / 0.3244 / 0.4584
CTS: 1.157 / 1073 / 0.3391 / 0.4702
global route: 1.214 / 1073 / 0.3391 / 0.4884
finish: 1.142 / 1073 / 0.3391 / 0.4650
-- power by group --
part           switching, mW  internal, mW  total (mW)
sequential            0.0497         0.506       0.555
combinational          0.110        0.0876       0.197
clock                  0.195         0.195       0.389
-- per-layer routing --
layer / up-vias / global-route usage / share of wire
met3: 27 / 0.02879 / 0.054
li1: 2844 / - / -
met1: 2572 / 0.2225 / 0.48
met4: 0 / 0.02680 / 0.019
met2: 136 / 0.2290 / 0.44
met5: - / 0 / 0
-- worst max path at each step --
| stage | start | end | slack (ns) | cells past startpoint |
|---|---|---|---|---|
| after CTS | reg_usr_led[0]$_SDFF_PN0_ | usr_led[0] | 6.41 | 1 |
| final | freq_threshold[4]$_SDFFE_PP0P_ | freq_threshold[28]$_SDFFE_PP0P_ | 6.33 | 9 |
| after global routing | freq_threshold[24]$_SDFFE_PP0P_ | freq_threshold[5]$_SDFFE_PP1P_ | 6.21 | 7 |
-- synthesized netlist by cell type (all sizes together), types with 10 or more instances --
master	count	area (sq um)
nor3	34	175.2
and2	14	87.58
nand2	60	227.7
nor4	25	205.2
o21ai	34	170.2
dfxtp	104	2082
inv	41	153.9
xor2	30	262.8
nand4	22	137.6
a21oi	40	200.2
a211oi	10	75.07
nand3	31	155.2
a31oi	12	75.07
xnor2	31	271.5
clkbuf	15	56.30
or4	13	112.6
ha	41	513.0
or3	13	86.33
nor2	115	436.7
-- cells by family after synthesis --
logic type      Yosys count
compound gates          145
xor+xnor                 61
fa+ha+maj                42
buf+inv                  65
flops                   111
mux                       2
simple gates            366
-- cell type report --
class	count	area [sq um]
clock buffers	10	239.0
clock inverters	6	70.07
fillers	2146	13890
inverters	41	153.9
multi-input cells	616	3936
flip-flops and latches	111	2258
well taps	275	344.1
repair buffers	14	127.6
-- state kept, by name, summed over array words and instances (netlist names), named ones only --
name / cells
number: 4
CURRENT_STATE: 7
freq_counter: 32
reg_usr_led: 4
freq_threshold: 28
bouncing_counter: 32
-- cells in the final DEF (no fill, tap or decap), types with 6 or more instances in the layout --
cell | synthesis | layout
a211oi_1 | 10 | 10
a21o_1 | 8 | 8
a21oi_1 | 40 | 40
a31oi_1 | 12 | 12
and2_1 | 14 | 14
clkbuf_16 | 0 | 9
clkdlybuf4s50_1 | 0 | 9
dfrtp_1 | 6 | 6
dfxtp_1 | 104 | 104
ha_1 | 41 | 41
inv_1 | 41 | 41
nand2_1 | 59 | 59
nand3_1 | 31 | 31
nand4_1 | 22 | 22
nand4b_1 | 6 | 6
nor2_1 | 113 | 113
nor2b_1 | 9 | 9
nor3_1 | 33 | 33
nor4_1 | 20 | 20
o21ai_0 | 32 | 32
or3_1 | 12 | 12
or4_1 | 9 | 9
xnor2_1 | 31 | 31
xor2_1 | 30 | 30
Power is estimated from default activity; no workload was simulated.
